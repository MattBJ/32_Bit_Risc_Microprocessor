==> ./design.v <==
`timescale 1ns / 1ps
module multiply_4(  
	input [3:0] multiplicand, multiplier,
	input [6:0] opcode,	 
	output [7:0] product
	);
reg [6:0] pp [0:3];  
reg [6:0] pp_1 [0:2];  
reg [6:0] pp_2 [0:1];
integer i,j;  
initial begin
    for(i = 0; i < 4; i = i + 1) begin
        pp[i] = 0;
        if(i < 3) begin
            pp_1[i] = 0;
            if(i < 2)
                pp_2[i] = 0;
        end
    end
end
always@(*) begin
	for(i = 0; i < 4; i = i + 1) begin
		pp[i] = (multiplicand & {4{multiplier[i]}}) << i;
	end
	pp_1[0] = pp[0];  
	for(j = 0; j < 7; j = j + 1) begin  
		{pp_1[1][j+1],pp_1[2][j]} = pp[1][j] + pp[2][j] + pp[3][j];  
	end
	for(j = 0; j < 7; j = j + 1) begin  
		{pp_2[0][j+1], pp_2[1][j]} = pp_1[0][j] + pp_1[1][j] + pp_1[2][j];  
	end
end
assign product = pp_2[0] + pp_2[1];
endmodule
==> ./run.sh <==
#!/bin/bash
# OpenROAD 26Q1-2900-gdf79404cd8, Yosys 0.63+post, stock flow scripts
make -C /OpenROAD-flow-scripts/flow DESIGN_CONFIG=/design/flow/config.mk WORK_HOME=/design/flow/orfs finish
==> ./config.mk <==
export PLATFORM = sky130hd
export DESIGN_NAME = multiply_4
export DESIGN_NICKNAME = multiply_4
export VERILOG_FILES = /design/flow/design.v
export SDC_FILE = /design/flow/constraint.sdc
export NUM_CORES = 4
export LEC_CHECK = 1
export CORE_AREA = 10 10 72 72
export DIE_AREA = 0 0 82 82
==> ./constraint.sdc <==
current_design multiply_4

set clk_period 6.7
set clk_io_pct 0.2

create_clock -name clk0 -period $clk_period

set non_clock_inputs [all_inputs -no_clocks]
set_input_delay [expr $clk_period * $clk_io_pct] -clock clk0 $non_clock_inputs
set_output_delay [expr $clk_period * $clk_io_pct] -clock clk0 [all_outputs]
==> impl_metrics.xml <==
<?xml version="1.0" encoding="UTF-8"?>
<metrics>
  <group name="yosys">
    <metric name="synth_stat.cells" unit="">54</metric>
    <metric name="synth.top_cells.by_count" unit="">sky130_fd_sc_hd__and2_1, sky130_fd_sc_hd__ha_1, sky130_fd_sc_hd__inv_1</metric>
    <metric name="yosysTopAreaCell" unit="">sky130_fd_sc_hd__ha_1</metric>
    <metric name="synth.avg_cell_area" unit="sq um">7.97</metric>
    <metric name="synthTopCellsByArea" unit="">sky130_fd_sc_hd__ha_1, sky130_fd_sc_hd__fa_1, sky130_fd_sc_hd__and2_1</metric>
    <metric name="yosys_area" unit="sq um">430</metric>
    <metric name="ys_seq_frac" unit="">0</metric>
    <metric name="ys_types" unit="">13</metric>
    <metric name="netlist.area_leader.share" unit="">0.320</metric>
    <metric name="syn-cell-area" unit="sq um">430</metric>
    <metric name="synth_cells" unit="">54</metric>
    <metric name="synth_warnings" unit="">8</metric>
  </group>
  <group name="power">
    <metric name="power_density" unit="mW/mm^2">85.1</metric>
    <metric name="power.static_leakage" unit="uW">0.000303</metric>
    <metric name="vdd.ir_drop.worst" unit="V">0.0000242</metric>
  </group>
  <group name="global_route">
    <metric name="grt_pass1_vias" unit="">366</metric>
    <metric name="initial_antenna_violation_count" unit="">0</metric>
    <metric name="track_usage" unit="">0.0289</metric>
    <metric name="first_pass_grt_wire_length" unit="mm">1.65</metric>
    <metric name="final_global_route_overflow_total" unit="">0</metric>
    <metric name="grt_start_max_net_pins" unit="">5</metric>
  </group>
  <group name="die">
    <metric name="design.core.area" unit="sq mm">0.00369</metric>
    <metric name="die_width" unit="um">82</metric>
    <metric name="dieArea" unit="sq mm">0.00672</metric>
    <metric name="placementRows" unit="">22</metric>
    <metric name="initial_utilization" unit="">0.117</metric>
    <metric name="top_level_ports" unit="">23</metric>
    <metric name="floorplan.die.height" unit="um">82</metric>
  </group>
  <group name="final_timing">
    <metric name="finalSetupViolations" unit="">0</metric>
    <metric name="rsz0062_at_grt" unit="">false</metric>
    <metric name="fin_crit_sh" unit="">0.867</metric>
    <metric name="setup_tns" unit="ps">0</metric>
    <metric name="max_freq" unit="MHz">172</metric>
    <metric name="final_period_minus_worst_setup_slack" unit="ps">5810</metric>
    <metric name="hold_violations" unit="">0</metric>
    <metric name="slew_viol_final" unit="">0</metric>
    <metric name="max_slew.worst_pin.slew" unit="ps">161</metric>
    <metric name="timing.slew.headroom" unit="">0.892</metric>
  </group>
  <group name="worst_setup_path">
    <metric name="worstPathRequired" unit="ps">5360</metric>
    <metric name="arrival" unit="ps">4470</metric>
    <metric name="crit_path_max_fanout" unit="">4</metric>
    <metric name="startpoint_type" unit="">input port</metric>
    <metric name="critical_path_class" unit="">in -&gt; out</metric>
    <metric name="cp-end-kind" unit="">output pin</metric>
  </group>
  <group name="route">
    <metric name="antenna-diode-count" unit="">0</metric>
    <metric name="drt_drc_violations_left" unit="">0</metric>
    <metric name="route.antenna.remaining_nets" unit="">0</metric>
    <metric name="wl_per_cell" unit="um">7.86</metric>
    <metric name="routed_via_count" unit="">395</metric>
    <metric name="drtPass1Iterations" unit="">4</metric>
    <metric name="avgViaCountPerCell" unit="">3.35</metric>
    <metric name="detailedRoute.firstIterationViolations" unit="">6</metric>
    <metric name="postRouteWirelength" unit="um">927</metric>
  </group>
  <group name="final_layout">
    <metric name="final_layout_size_suffix_gt1_frac" unit="">0.0143</metric>
    <metric name="ff_count" unit="">0</metric>
    <metric name="final_area" unit="sq um">651</metric>
    <metric name="clock_buffer_count" unit="">0</metric>
    <metric name="finalNonFillerCells" unit="">118</metric>
    <metric name="syn_to_final_growth" unit="%">51.2</metric>
    <metric name="layout.area.seq" unit="sq um">0</metric>
    <metric name="layout.core_utilization" unit="">0.176</metric>
  </group>
  <group name="placed_design">
    <metric name="numPortBuffers" unit="">16</metric>
    <metric name="globalplace.congestion" unit="">0.777</metric>
    <metric name="placedCellCount" unit="">118</metric>
    <metric name="detailed_place.area" unit="sq um">651</metric>
    <metric name="place_hpwl" unit="um">900</metric>
  </group>
  <group name="clocking">
    <metric name="post_cts_resize_count" unit="">0</metric>
    <metric name="post-cts-setup-buffer-count" unit="">0</metric>
    <metric name="cts_hold_buffers" unit="">0</metric>
  </group>
  <group name="outcome">
    <metric name="status" unit="">complete, no violations</metric>
  </group>
  <group name="hold_path">
    <metric name="hold_class" unit="">in -&gt; out</metric>
    <metric name="min_delay_worst_endpoint" unit="">product[0]</metric>
    <metric name="holdPathStages" unit="">3</metric>
    <metric name="hold_start" unit="">multiplicand[0]</metric>
  </group>
  <group name="run">
    <metric name="tool_warnings" unit="">39</metric>
    <metric name="drv.max_cap_violation_count" unit="">0</metric>
  </group>
</metrics>
cell families (layout without fill, tap and decap cells):
kind of cell	Yosys count	after routing	share of synthesized area
buffers and inverters	9	25	0.0785
AND/OR/NAND/NOR	21	21	0.253
AND-OR/OR-AND	5	5	0.0814
XOR/XNOR	4	4	0.0814
adder cells (fa/ha/maj)	15	15	0.506
how the worst max path moves through the flow:
| stage | startpoint | end | slack, ps | cells after the start |
|---|---|---|---|---|
| 4_1_cts | multiplier[1] | product[6] | 840 | 10 |
| 5_1_grt | multiplier[1] | product[6] | 690 | 10 |
| 6_report | multiplier[1] | product[6] | 890 | 10 |
placed cells by master, fill, tap and decap left out:
master / instances
sky130_fd_sc_hd__ha_1: 11
sky130_fd_sc_hd__and2_1: 11
sky130_fd_sc_hd__a21oi_1: 2
sky130_fd_sc_hd__o21ai_2: 1
sky130_fd_sc_hd__nand2_1: 5
sky130_fd_sc_hd__xor2_1: 1
sky130_fd_sc_hd__xnor2_1: 3
sky130_fd_sc_hd__fa_1: 4
sky130_fd_sc_hd__inv_1: 9
sky130_fd_sc_hd__nor2_1: 4
sky130_fd_sc_hd__o211ai_1: 1
sky130_fd_sc_hd__a211o_1: 1
sky130_fd_sc_hd__nand2b_1: 1
sky130_fd_sc_hd__clkdlybuf4s50_1: 16
through the flow:
stage | hold WS [ps] | setup WS (ps) | power (uW)
global placement | 3680 | 862 | 57.1
CTS | 3690 | 844 | 57.9
finish | 3670 | 888 | 55.4
floorplan | 2750 | 1980 | 26.5
detailed placement | 3680 | 860 | 57.4
global route | 3710 | 695 | 65.1
layout make-up:
cell class | count | area (sq um)
Tap cell | 48 | 60.1
Fill cell | 421 | 3040
Inverter | 9 | 33.8
Timing Repair Buffer | 16 | 160
Multi-Input combinational cell | 45 | 397
power by group:
part	switching [uW]	internal, uW	total, uW
Sequential	0	0	0
Combinational	21.1	34.3	55.4
Clock	0	0	0
critical path: stages:
cell and delay, ps:
sky130_fd_sc_hd__clkdlybuf4s50_1 450, sky130_fd_sc_hd__and2_1 190, sky130_fd_sc_hd__fa_1 530, sky130_fd_sc_hd__inv_1 50, sky130_fd_sc_hd__fa_1 490, sky130_fd_sc_hd__fa_1 440
sky130_fd_sc_hd__nand2b_1 170, sky130_fd_sc_hd__a21oi_1 160, sky130_fd_sc_hd__xor2_1 170, sky130_fd_sc_hd__clkdlybuf4s50_1 490
per-layer routing:
metal	global-route usage	up-vias	wire length, um
li1	-	203	-
met5	0	-	0
met2	0.0462	7	464
met4	0	0	0
met1	0.0385	185	386
met3	0.0110	0	76
No activity file was given, so power comes from the tool's default toggle rates.
