--- design/flow/config.mk ---
export PLATFORM = sky130hd
export DESIGN_NAME = wallace4
export DESIGN_NICKNAME = wallace4
export VERILOG_FILES = /design/flow/design.v
export SDC_FILE = /design/flow/constraint.sdc
export NUM_CORES = 4
export LEC_CHECK = 1
export CORE_AREA = 10 10 70 70
export DIE_AREA = 0 0 80 80
--- design/flow/constraint.sdc ---
current_design wallace4

set clk_period 5.9
set clk_io_pct 0.2

create_clock -name clk0 -period $clk_period

set non_clock_inputs [all_inputs -no_clocks]
set_input_delay [expr $clk_period * $clk_io_pct] -clock clk0 $non_clock_inputs
set_output_delay [expr $clk_period * $clk_io_pct] -clock clk0 [all_outputs]
--- design/flow/design.v ---
`timescale 1ns / 1ps
module FA(
	input A, B, c_in,
	output sum, c_out
	);
assign {c_out, sum} = A + B + c_in;
endmodule
`timescale 1ns / 1ps
module HA(
	input A, B,
	output sum, c_out
	);
assign sum = A ^ B;
assign c_out = A & B;
endmodule
    `timescale 1ns / 1ps
    module wallace4(input [3:0] A, input [3:0] B, output [7:0] P);
    integer i;
    wire s11,s12,s13,s14,s15,   s22,s23,s24,s25,s26,    s32,s34,s35,s36,s37;
    wire c11,c12,c13,c14,c15,   c22,c23,c24,c25,c26,    c32,c34,c35,c36,c37;
    reg [3:0] pp0,pp1,pp2,pp3 ;
    always @(A or B)
    begin
        for(i=0;i<4;i=i+1) begin
      pp0[i] <= A[i] & B[0];  
      pp1[i] <= A[i] & B[1];
      pp2[i] <= A[i] & B[2];
      pp3[i] <= A[i] & B[3];
        end     
    end
    assign P[0] = pp0[0];
    assign P[1] = s11;
    assign P[2] = s22;
    assign P[3] = s32;
    assign P[4] = s34;
    assign P[5] = s35;
    assign P[6] = s36;
    assign P[7] = s37;
    HA ha11 (pp0[1],pp1[0],s11,c11);
    FA fa12 (pp0[2],pp1[1],pp2[0],s12,c12);
    FA fa13 (pp0[3],pp1[2],pp2[1],s13,c13);
    FA fa14 (pp1[3],pp2[2],pp3[1],s14,c14);
    HA ha15 (pp2[3],pp3[2],s15,c15);
    HA ha21 (c11,s12,s22,c22);
    FA fa22 (pp3[0],c12,s13,s23,c23);
    FA fa23 (c13,c23,s14,s24,c24); 
    FA fa24 (c14,c24,s15,s25,c25);
    FA fa25 (c15,c25,pp3[3],s26,c26);
    HA ha31 (c22,s23,s32,c32);
    HA ha32 (c32,s24,s34,c34);
    HA ha33 (c34,s25,s35,c35);
    HA ha34 (c35,s26,s36,c36);
    HA ha35 (c36,c26,s37,c37);
    endmodule
--- design/flow/run.sh ---
#!/bin/bash
# OpenROAD 26Q1-2900-gdf79404cd8, Yosys 0.63+post, stock flow scripts
make -C /OpenROAD-flow-scripts/flow DESIGN_CONFIG=/design/flow/config.mk WORK_HOME=/design/flow/orfs finish
==> flow_metrics.py <==
# Metrics from the implementation run
metrics = {
    "run_status": {
        "status": "finished, final reports clean",
    },
    "drt": {
        "detail-route-antenna-nets": 0,
        "antennaDiodeCount": 0,
        "route.final.wire_length_microns": 839,
        "detail_routed_via_count_per_cell": 2.86,
        "post_route_drc_violation_count": 0,
        "detailroute.via_count": 303,
        "detail_route.iter0.violations": 16,
        "routed_wire_length_per_instance_microns": 7.92,
        "detailedRoute.firstPassIterationCount": 2,
    },
    "die": {
        "core_area_sq_um": 3420,
        "fp_util": 0.114,
        "num_rows": 21,
        "die_height_microns": 80,
        "die-area_sq_um": 6400,
        "die_boundary_width_microns": 80,
        "pin_count": 16,
    },
    "sta": {
        "timing_worst_slew_pin_value_ps": 159,
        "max_clock_freq_ghz": 0.174,
        "slew_viol_final": 0,
        "fin_ws_ps": 141,
        "setup_viol": 0,
        "minimum_clock_period_after_layout_ps": 5760,
        "tns_ps": 0,
        "final_min_period_over_clock_period": 0.976,
        "maxSlewHeadroom": 0.893,
        "hold_viol_final": 0,
        "rsz0062_at_grt": "no",
    },
    "final_layout": {
        "register_area_sq_um": 0,
        "sequential_cell_total": 0,
        "nClkBuffers": 0,
        "drive_gt1_frac": 0.150,
        "syn_to_final_growth_pct": 56.5,
    },
    "synth": {
        "combined_area_of_all_synthesized_cells_sq_um": 388,
        "cell_type_with_the_highest_aggregate_area_in_the_netlist": "fa_1",
        "synthesis.instances": 45,
        "yosys_warnings": 1,
        "yosysCellCount": 45,
        "area_leaders": "fa_1 (36%), ha_1 (23%), buf_4 (14%)",
        "post-synth-top-area-fraction": 0.361,
        "yosys_area_sq_um": 388,
        "netlist-cell-type-count": 7,
        "avgSynthCellArea_sq_um": 8.62,
        "seq_area_frac_synth": 0,
    },
    "global_route": {
        "grt_pass1_wl_microns": 1410,
        "grt_antenna_before_repair": 0,
        "grt_overflow_total": 0,
        "via_count_of_the_first_global_routing_pass": 341,
        "grtUsageTotal": 0.0254,
        "grt_start_max_net_pins": 5,
    },
    "placed_design": {
        "preCtsSetupSlack_ps": -189,
        "finalWeightedCongestion": 0.850,
        "number_of_port_buffers": 16,
        "placed_wire_length_estimate_after_detailed_placement_microns": 807,
    },
    "pwr": {
        "vdd_drop_max_uv": 10.0,
        "p_leak_uw": 0.000278,
        "pwr-share-seq": 0,
        "p_comb_frac": 1.000,
        "netSwitchingPower_uw": 17.9,
        "power.switching_fraction": 0.343,
        "power_report.internal_total_uw": 34.2,
        "clkPwrFrac": 0,
        "power.density_cell_area_nw_per_um2": 85.8,
    },
    "setup_path": {
        "critical_path.most_common_cell": "fa_2",
        "cp-startpoint": "A[1]",
        "worstPathCellList": "clkdlybuf4s50_1, buf_4, nand2_1, fa_1, fa_2, fa_2, fa_2, fa_1, inv_1, ha_1, clkdlybuf4s50_1",
        "cp_slowest_stage_delay_ps": 480,
        "critPathTopFamily": "adder cells",
        "crit_buf_inv": 4,
        "endpoint_kind": "output port",
        "cpMaxStageDelayCell": "clkdlybuf4s50_1",
        "critPathLaunchType": "input port",
        "crit_type": "input port to output port",
        "critical_path.max_fanout": 3,
        "crit_arrival_ps": 4580,
        "critPathRequiredTime_ps": 4720,
    },
    "clocking": {
        "post_cts_hold_buffer_count": 0,
        "cts_post_setup_buffers_inserted": 0,
    },
    "hold_path": {
        "hold_path.startpoint": "B[0]",
        "hold_class": "input port to output port",
    },
    "job": {
        "warnings": 32,
        "drv_cap": 0,
    },
}
==> cell usage in the layout (no fill, tap or decap) <==
master / synthesis / final
clkdlybuf4s50_1: 0 / 14
xnor2_1: 1 / 1
dlymetal6s2s_1: 0 / 1
inv_1: 7 / 7
and2_1: 5 / 5
nand2_1: 11 / 11
fa_1: 7 / 4
dlygate4sd2_1: 0 / 1
fa_2: 0 / 3
buf_4: 7 / 6
ha_1: 7 / 7
==> cells by family (layout without fill, tap and decap cells) <==
group | after synthesis | count (layout) | synth area share
buf+inv | 14 | 29 | 0.203
simple gates | 16 | 16 | 0.187
xor+xnor | 1 | 1 | 0.0226
fa+ha+maj | 14 | 14 | 0.587
==> Yosys cell counts <==
cell / number
fa_1: 7
nand2_1: 11
ha_1: 7
and2_1: 5
inv_1: 7
buf_4: 7
xnor2_1: 1
==> final cells by class <==
cell class	instances	area, sq um
fillers	382	2810
multi-input cells	31	317
repair buffers	22	206
well taps	46	57.6
inverters	7	26.3
==> metrics by stage <==
| step | cell area (sq um) | cells | util | total power, uW | hold slack [ps] |
|---|---|---|---|---|---|
| floorplan | 388 | 45 | - | 31.4 | 2430 |
| global placement | 598 | 106 | 0.175 | 53.3 | 3410 |
| detailed placement | 598 | 106 | 0.175 | 53.5 | 3400 |
| CTS | 602 | 106 | 0.176 | 54.2 | 3410 |
| global route | 607 | 106 | 0.178 | 60.8 | 3450 |
| finish | 607 | 106 | 0.178 | 52.1 | 3410 |
==> power groups by stage <==
| stage | clock network [uW] | registers, uW | logic [uW] |
|---|---|---|---|
| 6_report | 0 | 0 | 52.1 |
| 5_1_grt | 0 | 0 | 60.8 |
| 4_1_cts | 0 | 0 | 54.2 |
==> path summary, 6_finish.rpt <==
path                  slack, ps  depth (start not counted)    to
worst min-delay path       3410                          3  P[0]
worst max-delay path        140                         11  P[6]
==> layer usage <==
metal | up-vias | global-route usage | share of wire
li1 | 158 | - | -
met1 | 140 | 0.0272 | 0.40
met2 | 5 | 0.0538 | 0.55
met3 | 0 | 0.00227 | 0.042
met4 | 0 | 0 | 0
met5 | - | 0 | 0
==> what timing repair did <==
action                     in CTS  in global routing
setup endpoints to repair       2                  1
cloned                          0                  0
pin swaps                       2                  2
resized                         3                  2
Power and IR drop assume default switching activity.
